File: run.sh
#!/bin/bash
# OpenROAD 26Q1-2900-gdf79404cd8, Yosys 0.63+post, stock flow scripts
make -C /OpenROAD-flow-scripts/flow DESIGN_CONFIG=/design/flow/config.mk WORK_HOME=/design/flow/orfs finish
File: config.mk
export PLATFORM = sky130hd
export DESIGN_NAME = TrainTrack
export DESIGN_NICKNAME = TrainTrack
export VERILOG_FILES = /design/flow/design.v
export SDC_FILE = /design/flow/constraint.sdc
export NUM_CORES = 4
export LEC_CHECK = 1
export CORE_AREA = 10 10 76 76
export DIE_AREA = 0 0 86 86
File: constraint.sdc
current_design TrainTrack

set clk_period 1.0
set clk_io_pct 0.2

create_clock -name clk0 -period $clk_period [get_ports {Clock}]

set non_clock_inputs [all_inputs -no_clocks]
set_input_delay [expr $clk_period * $clk_io_pct] -clock clk0 $non_clock_inputs
set_output_delay [expr $clk_period * $clk_io_pct] -clock clk0 [all_outputs]
File: design.v
module TrainTrack(Clock,reset,S1,S2,S3,S4,S5,SW1,SW2,SW3,DA1,DA0,DB1,DB0);
input Clock,S1,S2,S3,S4,S5,reset;
output SW1,SW2,SW3,DA1,DA0,DB1,DB0;
reg SW1,SW2,SW3,SW4,DA1,DA0,DB1,DB0;
parameter ON= 1'b1;
parameter OFF=1'b0;
parameter  
BothStartMoving       =  5'b00001,
AMoves1BMoves2        =  5'b00010, 		 
AMoves2BMoves3        =  5'b00100, 		 
AMoves2BStops3        =  5'b01000,               
AStops1BMoves2        =  5'b10000;		 
reg [4:0] State,NextState;
always @(posedge Clock)
begin
if(reset)
State<=BothStartMoving;
else 
State<=NextState;
end
always@(State)
begin
case(State)
BothStartMoving            :   begin
	      			SW1=1;
	      			SW2=1;
	      			SW3=0;
	      			DA1=0;
	      			DA0=1;
	      			DB1=0;
	      			DB0=1;
	      		end
AMoves2BMoves3  	:       begin
	      			SW1=0;
	      			SW2=0;
	      			SW3=0;
	      			DA1=0;
	      			DA0=1;
	      			DB1=0;
	      			DB0=1;
	      		end
AMoves1BMoves2 :   begin
	      			SW1=1;
	      			SW2=1;
	      			SW3=0;
	      			DA1=0;
	      			DA0=1;
	      			DB1=0;
	      			DB0=1;
	      		end
AStops1BMoves2		 :   begin
	      			SW1=1;
	      			SW2=1;
	      			SW3=0;
	      			DA1=0;
	      			DA0=0;
	      			DB1=0;
	      			DB0=1;
	      		end
AMoves2BStops3 :   begin
	      			SW1=0;
	      			SW2=0;
	      			SW3=0;
	      			DA1=0;
	      			DA0=1;
	      			DB1=0;
	      			DB0=0;
	      		end
endcase
end  
always@(State or S1 or S2 or S3 or S4 or S5)
begin
case(State)
	BothStartMoving 	: begin 
				if(S1&& !S2 && !S3 && !S4 ) 
				NextState= AMoves2BMoves3;
			 	else if	(!S1 && S2 && !S3 &&!S4)
			 	NextState=AMoves1BMoves2;
				else		
				NextState=BothStartMoving;		
				end
	AMoves2BMoves3 :	begin
		        	if(S2)
				NextState=AMoves2BStops3;
				else if(S4)
				NextState=AMoves2BMoves3;
				end
	AMoves2BStops3 :	 begin
		        	if(S2&&S4)
				NextState=AMoves1BMoves2;
				else
				NextState=AMoves2BStops3;
	 			end
	AMoves1BMoves2 : begin
		                if(S1)
				NextState= AStops1BMoves2;
				else if(S3)
				NextState=AMoves1BMoves2;
				end
	AStops1BMoves2 : begin
		        	if(S1&&S3)
				NextState=AMoves2BMoves3;
				else
				NextState=AStops1BMoves2;
				end	
endcase 
end
endmodule
==> Slide: Implementation Results <==
Key Metrics from the Run

Timing
  – Unrepaired setup endpoints after global routing: no
  – Final Setup Violations: 0
  – Setup TNS: 0 ns
  – Hold Violations, Final: 0
  – Final Cycle Share: 80.0%
  – Endpoints left unconstrained: 12
  – Min Tclk post-route: 0.800 ns
  – Register pins left without a clock: 8
  – FMAX: 1250 MHz
  – Final Max Tran Viols: 0
  – Hold_ws: 0.582 ns

Route
  – N_diodes: 0
  – Routed wire length: 1180 um
  – Vias post-DR: 452
  – DR DRC count: 0
  – Detailed Route Iter0 Violations: 15
  – Routed Antenna Nets: 0
  – Via density: 3.62
  – DRT Pass-1 Iters: 3
  – Routed len/inst: 9.46 um

Synth
  – Post-synthesis cell area: 544 um2
  – Top cell type by total area after synthesis: dlxtn_1
  – Area reported by Yosys stat: 544 um2
  – Yosys warnings: 1
  – Dominant register cell: dlxtn_1
  – Top cells by count, synth: dlxtn_1, nand2_1, a21oi_1, dfxtp_1, nor2b_1
  – Post-synth ARST share: 0%
  – Synthesized registers: 13
  – Top cell area share: 22.1%
  – Average size of a mapped cell: 8.37 um2
  – Yosys cell types: 27
  – EDFF count, synth: 0
  – Synth top cell by count: dlxtn_1
  – Post-synthesis cell count: 65
  – Synth area leaders: dlxtn_1, dfxtp_1, nor2b_1
  – Cell count in the Yosys report: 65

Setup path
  – Critical path class: input port to flop
  – Slowest-stage cell, CP: clkdlybuf4s50_1
  – CP delay by family, top: buffers and inverters
  – CP Buf/Inv Count: 1
  – Crit path cell chain: clkdlybuf4s50_1 -> or2_2
  – Worst path max stage delay: 0.41 ns
  – Arr. time, crit path: 0.90 ns
  – CP max FO: 2
  – Required @ worst endpoint: 1.10 ns
  – CP Capture Type: flop
  – Worst setup SP type: input port

Clocking
  – TritonCTS clock tree: yes
  – Hold Buf Count CTS: 0
  – Worst-path clk slew: 0.04 ns
  – Post CTS Setup Buffer Count: 0
  – Bufs on Longest Clock Path: 2
  – H-tree depth: 1
  – Resize count post-CTS: 0
  – Root Driver: clkbuf_8
  – CTS Buf Count: 3

GRT
  – All-Layer GR Usage: 3.12%
  – GRT overflow: 0
  – First-pass GRT wire length: 1960 um
  – Pin count of the biggest net entering global routing: 10
  – Antenna violations before repair: 0
  – Number of global-route vias before repair: 445

Worst hold path
  – Worst min-delay path class: input port to flop

Die
  – Die Ht: 86 um
  – Die area: 7400 um2
  – Die Width: 86 um
  – Row count: 23
  – Top Ports: 14
  – FP Util: 13.2%
  – Core region area: 4120 um2

Flow run
  – Maxcap violations: 0
  – Number of OpenROAD warnings: 26

Placement
  – Post-DP HPWL: 956 um
  – Port bufs: 9
  – Final Wtd Congestion: 0.792

Final layout
  – Area of the multi-input gates: 283 um2
  – Fillers: 454
  – Layout area overhead: 30.8%
  – FF/Latch Area: 220 um2
  – Share of layout cells above drive strength 1: 9.33%

Power
  – Lkg Pwr: 0.000267 uW
  – Worst VDD drop: 0.371 mV
  – PwrDens: 891 nW/um2

Outcome
  – Status: finished, final reports clean
[registers in the layout (all words and copies together), names as in the netlist]
register	cells
DA0	1
DB0	1
NextState	5
SW1	1
State	5
[cells by family (layout without fill, tap and decap cells)]
kind of cell              after synthesis  in the layout  share of synthesized area, %
DFF                                     5              5                          18.4
AOI/OAI and AO/OA                      12             12                          14.3
and+or+nand+nor                        30             30                          32.4
xor gates and xnor gates                2              2                          3.22
other                                   1              3                         0.689
latches                                 8              8                          22.1
buffers and inverters                   7             15                          8.96
[final timing paths]
path	from	end	cells after the start
hold / removal	reset	State[0]$_SDFF_PP1_	2
setup / recovery	reset	State[0]$_SDFF_PP1_	2
[routing by layer]
| layer | share of wire (%) | vias to the layer above | track usage (%) | routed length [um] |
|---|---|---|---|---|
| met3 | 6.8 | 2 | 1.43 | 80 |
| li1 | - | 239 | - | - |
| met4 | 1.9 | 0 | 0.599 | 23 |
| met2 | 45 | 11 | 5.14 | 529 |
| met5 | 0 | - | 0 | 0 |
| met1 | 46 | 200 | 3.66 | 548 |
[layout make-up]
cell class	count	area share, %
Clock buffer	4	6.33
Timing Repair Buffer	10	13.7
Inverter	1	0.527
Multi-Input combinational cell	47	39.7
Sequential cell	13	30.9
Tap cell	50	8.79
[where the power goes]
| part | total (uW) | internal (uW) | leakage [uW] | switching (uW) |
|---|---|---|---|---|
| logic | 56.4 | 30.3 | 0.000140 | 26.1 |
| clock network | 369 | 273 | 0.0000228 | 95.5 |
| registers | 209 | 207 | 0.000105 | 1.77 |
[per-stage QoR]
stage | cell area (um2) | setup slack, ns | std cells | utilization [%] | total power [uW]
floorplan | 552 | 0.412 | 67 | - | 238
global placement | 667 | -0.0303 | 121 | 16.2 | 268
detailed placement | 667 | -0.0300 | 121 | 16.2 | 268
CTS | 712 | 0.202 | 125 | 17.3 | 649
global route | 712 | 0.193 | 125 | 17.3 | 676
finish | 712 | 0.200 | 125 | 17.3 | 634
[layout by cell type, fill, tap and decap left out, types with 3 or more instances in the layout]
| master | count |
|---|---|
| dlxtn_1 | 8 |
| clkdlybuf4s50_1 | 9 |
| conb_1 | 3 |
| o211ai_1 | 3 |
| clkbuf_8 | 3 |
| a21oi_1 | 5 |
| nor2_1 | 3 |
| dfxtp_1 | 5 |
| nand2_1 | 6 |
| nand3b_1 | 4 |
| nor2b_1 | 5 |
Power is estimated from default activity; no workload was simulated.
